--- design/flow/config.mk ---
export PLATFORM = sky130hd
export DESIGN_NAME = router_top
export DESIGN_NICKNAME = router_top
export VERILOG_FILES = /design/flow/design.v
export SDC_FILE = /design/flow/constraint.sdc
export NUM_CORES = 4
export LEC_CHECK = 1
export CORE_UTILIZATION = 30
--- design/flow/constraint.sdc ---
current_design router_top

set clk_period 4.3
set clk_io_pct 0.2

create_clock -name clk0 -period $clk_period [get_ports {clk}]

set non_clock_inputs [all_inputs -no_clocks]
set_input_delay [expr $clk_period * $clk_io_pct] -clock clk0 $non_clock_inputs
set_output_delay [expr $clk_period * $clk_io_pct] -clock clk0 [all_outputs]
--- design/flow/design.v ---
module router_fifo(clk,rstn,din,rd_enb,wr_enb,d_out,lfd_state,sft_rst,full,empty);
parameter width=9,depth=16; 
input [width-2:0]din;
input lfd_state;
input clk,rstn,rd_enb,sft_rst,wr_enb;
output reg [width-2:0]d_out;
output full,empty;
reg [4:0]wr_pntr,rd_pntr;
reg [6:0]count;
reg [width-1:0]mem[depth-1:0];
integer i;
reg temp;
assign full=((wr_pntr[4]!=rd_pntr[4])&&(wr_pntr[3:0]==rd_pntr[3:0]));
assign empty=(wr_pntr==rd_pntr);
always@(posedge clk)
begin
if(!rstn)
begin
temp<=0;
end
else
temp<=lfd_state;
end
always@(posedge clk)
begin
if(!rstn)
begin
for(i=0;i<16;i=i+1)
mem[i]<=0;
wr_pntr<=0;
end
else if(sft_rst)
begin
for(i=0;i<16;i=i+1)
mem[i]<=0;
wr_pntr<=0;
end
else if(wr_enb&&!full)
begin
{mem[wr_pntr[3:0]][8],mem[wr_pntr[3:0]][7:0]}<={temp,din};
wr_pntr<=wr_pntr+1'b1;
end
end
always@(posedge clk)
begin
if(!rstn)
begin
d_out<=0;
rd_pntr<=0;
end
else if(sft_rst)
begin
d_out<=8'bz;
end
else if(count==0)
begin
d_out<=8'bz;
end
else if(rd_enb&&!empty)
begin
d_out<=mem[rd_pntr[3:0]][7:0];
rd_pntr<=rd_pntr+1'b1;
end
else
d_out<=8'bz;
end
always@(posedge clk)
begin
if(!rstn)
count<=0;
else if(sft_rst)
count<=0;
else if(mem[rd_pntr[3:0]][8]==1)
begin
count<=mem[rd_pntr[3:0]][7:2]+1'b1;
end
else if(rd_enb&&!empty)
count<=count-1'b1;
else
count<=count;
end
endmodule
module router_fsm(clk,rstn,pkt_valid,din,fifo_full,
fifo_empty_0,fifo_empty_1,
fifo_empty_2,sft_rst_0, 
sft_rst_1,sft_rst_2,parity_done,
wr_enb_reg,detect_add,ld_state,laf_state,
lfd_state,full_state,low_pkt_vld,rst_int_reg,busy);
input clk,rstn,pkt_valid;
input [7:0]din;
input fifo_full,fifo_empty_0,fifo_empty_1,fifo_empty_2,sft_rst_0,sft_rst_1,
sft_rst_2,parity_done,low_pkt_vld;
output wr_enb_reg,detect_add,ld_state,laf_state,full_state,lfd_state,rst_int_reg,busy;
parameter decode_address=3'b000;
parameter wait_till_empty=3'b001;
parameter load_first_data=3'b010;
parameter load_data=3'b011;
parameter load_parity=3'b100;
parameter fifo_full_state=3'b101;
parameter load_after_full=3'b110;
parameter check_parity_error=3'b111;
reg [2:0]ps,ns;
reg [1:0]addr;
always@(posedge clk)
begin
if(~rstn)
addr<=2'b0;
else if(detect_add)
addr<=din[1:0];
end
always@(posedge clk)
begin
if(!rstn)
ps<=decode_address;
else if((sft_rst_0)&&(din[1:0]==2'b00)||(sft_rst_1)&&(din[1:0]==2'b01)||(sft_rst_2)&&(din[1:0]==2'b10))
ps<=decode_address;
else
ps<=ns;
end
always@(*)
begin
case(ps)
decode_address:
begin
if((pkt_valid&&(din[1:0]==2'b00)&&fifo_empty_0)||(pkt_valid&&(din[1:0]==2'b01)&&fifo_empty_1)||(pkt_valid&&(din[1:0]==2'b10)&&fifo_empty_2))
ns=load_first_data;
else if((pkt_valid&&(din==2'b00)&&!fifo_empty_0)||(pkt_valid&&(din==2'b01)&&!fifo_empty_1)||(pkt_valid&&(din==2'b10)&&!fifo_empty_2))
ns=wait_till_empty;
else
ns=decode_address;
end
load_first_data:
begin
ns=load_data;
end
wait_till_empty:
begin
if((fifo_empty_0&&(addr==2'b00))||(fifo_empty_1&&(addr==2'b01))||(fifo_empty_2&&(addr==2'b10)))
ns=load_first_data;
else
ns=wait_till_empty;
end
load_data:
begin
if(fifo_full==1'b1)
ns=fifo_full_state;
else if(!fifo_full&&!pkt_valid)
ns=load_parity;
else
ns=load_data;
end
fifo_full_state:
begin
if(fifo_full==1'b1)
ns=fifo_full_state;
else if(!fifo_full)
ns=load_after_full;
else
ns=fifo_full_state;
end
load_after_full:
begin
   if(!parity_done&&low_pkt_vld)
   ns=load_parity;
   else if(!parity_done&&!low_pkt_vld)
   ns=load_data;
   else if(parity_done==1'b1)
   ns=decode_address;
   else
   ns=load_after_full;
end
load_parity:
begin
   ns=check_parity_error;
end
check_parity_error:
begin
if(!fifo_full)
ns=decode_address;
else
ns=fifo_full_state;
end
default :ns=decode_address;
endcase
end
assign busy = ((ps == load_first_data) || (ps == load_parity) || (ps == fifo_full_state) || (ps == load_after_full) ||(ps == wait_till_empty) ||(ps == check_parity_error)) ? 1'b1 : 1'b0;
assign detect_add=((ps==decode_address))?1'b1:1'b0;
assign lfd_state=((ps==load_first_data))?1'b1:1'b0;
assign ld_state=((ps==load_data))?1'b1:1'b0;
assign wr_enb_reg=((ps==load_data)||(ps==load_after_full)||(ps==load_parity))?1'b1:1'b0;
assign full_state=((ps==fifo_full_state))?1'b1:1'b0;
assign laf_state=((ps==load_after_full))?1'b1:1'b0;
assign rst_int_reg=((ps==check_parity_error))?1'b1:1'b0;
endmodule
module router_register(
    input clk,
    input rstn,
    input pkt_vld,
    input [7:0] din,
    input fifo_full,
    input rst_int_reg,
    input detect_addr,
    input ld_state,
    input laf_state,
    input lfd_state,
    input full_state,
    output reg parity_done,
    output low_pkt_valid,
    output reg err,
    output reg [7:0] d_out
);
    reg [7:0] head_byte, fifo_full_state, internal_parity, packet_parity;
    wire parity_check;
    always @(posedge clk) begin
        if (!rstn) begin
            d_out <= 8'd0;
        end else if (lfd_state) begin
            d_out <= head_byte;
        end else if (pkt_vld&& !fifo_full&&ld_state) begin
            d_out<= din;
            end
        else if (ld_state&&fifo_full)
            begin
            fifo_full_state<=din;
         if(laf_state)
        d_out<=fifo_full_state;
        else
        d_out<=d_out;
        end
        else if (!pkt_vld)
            d_out <=din;
            else
            d_out<=d_out;
    end
    always @(posedge clk) begin
        if (!rstn)
            head_byte <= 8'b0;
        else if (detect_addr && pkt_vld && din[1:0] != 2'b11)
           begin head_byte <= din;
           end
        else
            head_byte <= head_byte;
    end
    always @(posedge clk) begin
        if ((ld_state && fifo_full && !pkt_vld) || (laf_state && pkt_vld)) 
            parity_done <= 1'b1;
        else if (detect_addr)
            parity_done <= 1'b0;
        else
            parity_done <= parity_done;
    end
    always @(posedge clk) begin
        if (!rstn)
            internal_parity <= 8'b0;
        else if (detect_addr)
            internal_parity <= internal_parity ^ head_byte;
        else if (pkt_vld && !fifo_full)
            internal_parity <= internal_parity ^ din;
    end
    always @(posedge clk) begin
        if (!rstn)
            packet_parity <= 8'b0;
        else if (~pkt_vld)
            packet_parity <= din;
        else
            packet_parity <= packet_parity;
    end
    always @(posedge clk) begin
        if (!rstn)
            err <= 1'b0;
        else if (!pkt_vld && rst_int_reg) begin
            if (!parity_check)
               begin
                err <= 1'b0;
                packet_parity<=1'b0;
                internal_parity<=1'b0;
                end
            else
                err <= 1'b1;
                  packet_parity<=1'b0;
                internal_parity<=1'b0;
        end else begin
            err <= err;
        end
    end
assign low_pkt_valid=(ld_state&&~pkt_vld);
    assign parity_check = (packet_parity == internal_parity) ? 1'b1 : 1'b0;
endmodule
module router_synchronizer(input detect_addr,wr_enb_reg,clk,rstn,rd_enb_0,rd_enb_1,rd_enb_2,empty_0,empty_1,
empty_2,full_0,full_1,full_2,input[7:0] din,
output vld_out_0,vld_out_1,vld_out_2,output reg fifo_full ,sft_rst_0,sft_rst_1,sft_rst_2,output reg [2:0]wr_enb);
reg [1:0]temp;
reg [4:0]count0,count1,count2;
assign vld_out_0 =~empty_0;
assign vld_out_1 =~empty_1;
assign vld_out_2 =~empty_2;
always@(posedge clk)
begin
if(!rstn)
temp<=0;
else if(detect_addr)
temp <= din[1:0];
end
always@(*)
begin
case(temp)
2'b00:fifo_full=full_0;
2'b01:fifo_full=full_1;
2'b10:fifo_full=full_2;
default fifo_full=0;
endcase
end
always@(*)
begin
if(wr_enb_reg)
begin
case(temp)
2'b00:wr_enb=3'b001;
2'b01:wr_enb=3'b010;
2'b10:wr_enb=3'b100;
default:wr_enb=3'b000;
endcase
end
else
wr_enb=3'b000;
end
always@(posedge clk)
begin
if(!rstn)
count0<=5'b0;
else if(vld_out_0)
begin
if(!rd_enb_0)
begin
if(count0==29)
begin
sft_rst_0<=1'b1;
count0<=5'b0;
end
else
begin
count0<=count0+5'b1;
sft_rst_0<=1'b0;
end
end
else
count0<=5'b0;
end
else
count0<=5'b0;
end
always@(posedge clk)
begin
if(!rstn)
count1<=5'b0;
else if(vld_out_1)
begin
if(!rd_enb_1)
begin
if(count1==29)
begin
sft_rst_1<=1'b1;
count1<=5'b0;
end
else
begin
count1<=count1+5'b1;
sft_rst_1<=1'b0;
end
end
else
count1<=5'b0;
end
else
count1<=5'b0;
end
always@(posedge clk)
begin
if(!rstn)
count2<=5'b0;
else if(vld_out_2)
begin
if(!rd_enb_2)
begin
if(count2==29)
begin
sft_rst_2<=1'b1;
count2<=5'b0;
end
else
begin
count2<=count2+5'b1;
sft_rst_2<=1'b0;
end
end
else
count2<=5'b0;
end
else
count2<=5'b0;
end
endmodule
module router_top(clk,rstn,rd_enb_0,rd_enb_1,rd_enb_2,din,pkt_valid,d_out_0,d_out_1,d_out_2,vld_out_0,vld_out_1,vld_out_2,err,busy);
input clk,rstn,rd_enb_0,rd_enb_1,rd_enb_2;
output [7:0]d_out_0,d_out_1,d_out_2;
input pkt_valid;
input [7:0]din;
output vld_out_0,vld_out_1,vld_out_2;
output err,busy;
wire [2:0]wr_enb;
wire [7:0]dout;
wire fifo_full,
empty_0,empty_1,
empty_2,sft_rst_0, 
sft_rst_1,sft_rst_2,parity_done,wr_enb_reg,detect_addr,ld_state,laf_state,
lfd_state,full_state,low_pkt_vld,rst_int_reg,full_0,full_1,full_2,d_out,sft_rst,full;
router_fsm f(clk,rstn,pkt_valid,din[1:0],fifo_full,empty_0,empty_1,empty_2,sft_rst_0, sft_rst_1,sft_rst_2,parity_done,
wr_enb_reg,detect_addr,ld_state,laf_state,lfd_state,full_state,low_pkt_vld,rst_int_reg,busy);
router_synchronizer syn(detect_addr,wr_enb_reg,clk,rstn,rd_enb_0,rd_enb_1,rd_enb_2,empty_0,empty_1,empty_2,
full_0,full_1,full_2,din[1:0],vld_out_0,vld_out_1,vld_out_2,fifo_full,sft_rst_0,sft_rst_1,sft_rst_2,wr_enb);
router_register register(clk, rstn, pkt_valid,din, fifo_full,rst_int_reg, detect_addr, ld_state, laf_state,
                lfd_state,full_state, parity_done, low_pkt_vld, err, dout[7:0]);
router_fifo f0(clk,rstn,dout,rd_enb_0,wr_enb[0],d_out_0[7:0],lfd_state,sft_rst_0,full_0,empty_0);
router_fifo f1(clk,rstn,dout,rd_enb_1,wr_enb[1],d_out_1[7:0],lfd_state,sft_rst_1,full_1,empty_1);
router_fifo f2(clk,rstn,dout,rd_enb_2,wr_enb[2],d_out_2[7:0],lfd_state,sft_rst_2,full_2,empty_2);
endmodule
--- design/flow/run.sh ---
#!/bin/bash
# OpenROAD 26Q1-2900-gdf79404cd8, Yosys 0.63+post, stock flow scripts
make -C /OpenROAD-flow-scripts/flow DESIGN_CONFIG=/design/flow/config.mk WORK_HOME=/design/flow/orfs finish
==> CHANGELOG.md <==
## Implementation

* Status: complete, no violations
* Max-slew headroom at 0.282
* Worst VDD drop at 0.000312 V
* Cell count listed in synth_stat.txt at roughly 1,900
* Post-layout util at 0.350
* Clock share of power at 0.452
* Int Pwr at approximately 9.4 mW
* F_max at 267 MHz
* Seq/Total Area, Yosys at 0.611
* Post-route DRC violation count at 0
* Die height at 297 µm
* Slowest-stage cell, CP: dfxtp_1
* DRT Pass-1 Iters at 5
* Worst path top cell family by delay: simple AND/OR/NAND/NOR gates
* Worst hold path type: flop to flop
* Yosys cell types at around 55
* Hold path start: syn.count2[0]
* Fin crit share at 0.870
* Final ANT Viol Nets at 0
* Tool warnings at 39
* HPWL after detailed placement at 37,800 µm
* Slew Viols, Final at 0
* Synth-to-Final Area Change at 14.9%
* I/O pins at ~43
* Pin count of the biggest net entering global routing at 50
* Ys flop type: edfxtp_1
* Post-CTS Setup Repair Bufs at 0
* Psw at around 2.5 mW
* Post-route clock skew at 0.0500 ns
* Via count at about 15,000
* Critical Path Start Type: flop
* Die Wd at 297 µm
* Drt total wl at 59,800 µm
* Share of cells above drive strength 1 at 0.162
* Yosys simple share at 0.180
* Max Cap Viol at 0
* Final setup vio count at 0
* Die Footprint at roughly 90,000 µm²
* Wire length of the first global-routing pass at 93,400 µm
* Worst Setup End Kind: output port
* Ant diodes at 0
* Hold Violations, Final at 0
* Critical path required time at 3.44 ns
* Vias per cell at 4.84
* Dominant kind of combinational cell: simple AND/OR/NAND/NOR gates
* CTS clk-pin slew, worst paths at 0.06 ns
* Yosys synthesis chip area at 26,100 µm²
* Worst reg2reg setup slack at between 1 and 1.5 ns
* RR Startpoint: f0.wr_pntr[2]
* CTS Root Cell: clkbuf_16
* Seq pwr share at 0.517
* Hold buffers post-CTS at 0
* Reg2reg end: f0.mem[1][4]
* Cells after synthesis at 1,916
* Number of synthesized flops with an enable pin at 443
* Leakage at 11.0 nW
* Tally of buffers added on design ports at 42
* Adder share at 0.0139
* Asr flop ratio synth at 0
* CP bufs+invs at 1
* CP max stage delay at ~0.7 ns
* Hold endpoint: syn.count2[0]
* Worst-Skew Late Latency at 0.65 ns
* RePlAce Congestion at roughly 0.86
* Global route total overflow at 0
* Final Critical Period at 3.74 ns
* Setup CP Type: flop to output port
* CTS Sinks at between 500 and 600
* WHS at 0.468 ns
* CP Cell Sequence: xor2_1 > nor4_1 > nand2_1 > clkdlybuf4s50_1
* CTS tree: built
* Avg WL per Cell at approximately 19 µm
* Hold path cells at 1
* XOR/XNOR Area Share at 0.0252
* Complex Gates by Area at 0.0328
* Area fraction in mux cells at 0.111
* Vias in the first global route at 15,800
* Cell row count at 107
* CP startpoint: f0.wr_pntr[3]
* Comb power frac at 0.031
* Crit path max fanout at 13
* Core area at 85,700 µm²
* Worst EP arrival at 2.88 ns
* Placed cells at between 3,000 and 4,000
* Max Root-Sink Buffers at 3
* R2R cell count at 7
* Sw Ratio at 0.212
* RSZ-0062 raised after global routing: no
* Setup TNS at 0 ns
* Worst slew pin tran at 1.07 ns
* Syn avg cell area at between 10 and 15 µm²
* Yosys warnings at 41
* Drt first-iter violations at 913
* Fin cells at approximately 3,100
* Init Core Util at 0.304
* Synth Cell Area at 26,100 µm²
* Total track usage at 0.145
* # resized after CTS at 0
* #FFs+latches synth at between 500 and 600
* CTS Buf Count at 60
* Cell Pwr Density at 396 nW/µm²
* H-tree Lvls at 2
* Initial antenna violation count at 1
[how the worst max path moves through the flow]
| stage | to | depth (start not counted) |
|---|---|---|
| after CTS | vld_out_0 | 4 |
| after global routing | vld_out_0 | 4 |
| final | vld_out_0 | 4 |
[metal layers]
layer,share of wire,up-vias,global-route usage
li1,-,7072,-
met1,0.41,7370,0.198
met2,0.45,647,0.217
met3,0.11,90,0.0704
met4,0.024,0,0.0290
met5,0,-,0.00216
[synthesized netlist by cell type, drive strengths merged (3+ instances only)]
| master | count | area (µm²) |
|---|---|---|
| ha | 29 | 363 |
| and3b | 3 | 26.3 |
| nor3 | 18 | 166 |
| xor2 | 39 | 342 |
| and2 | 332 | 2080 |
| inv | 24 | 90.1 |
| nand4 | 13 | 81.3 |
| o21ai | 40 | 200 |
| buf | 27 | 143 |
| xnor2 | 36 | 315 |
| o21a | 3 | 22.5 |
| nand3 | 39 | 245 |
| nand2 | 90 | 338 |
| nor4 | 9 | 83.8 |
| and4 | 5 | 43.8 |
| and3 | 148 | 926 |
| mux2i | 27 | 270 |
| nor2b | 26 | 163 |
| mux4 | 117 | 2640 |
| dfxtp | 131 | 2620 |
| a21oi | 17 | 85.1 |
| nor2 | 84 | 345 |
| clkbuf | 117 | 439 |
| a22oi | 36 | 270 |
| a211oi | 6 | 45.0 |
| edfxtp | 443 | 13300 |
| nand2b | 22 | 138 |
| o221ai | 10 | 87.6 |
[state kept, by name, summed over array words and instances (netlist names), 7 cells and up, named ones only]
name,count
f2.count,7
f2.mem,144
f0.mem,144
f1.d_out,8
register.d_out,8
f0.count,7
f.ps,8
f2.d_out,8
f1.mem,144
register.fifo_full_state,8
f1.count,7
register.head_byte,8
f0.d_out,8
[cell type report]
type / instances / area [µm²]
clock inverter: 29 / 348
inverter: 24 / 90.1
multi-input combinational: 1174 / 9510
tap: 1144 / 1430
fill: 8073 / 55700
timing repair buffer: 103 / 898
clock buffer: 85 / 1750
sequential: 574 / 15900
[worst register-to-register path, stage by stage, from the launching register on]
cell and delay [ns]:
dfxtp_1 0.72, xor2_1 0.21, nor4_1 0.10, nor2b_1 0.16
nor4_4 0.71, nand3_4 0.25, nor3_4 0.31, nand2b_1 0.43
[cells by family (layout without fill, tap and decap cells)]
family,after synthesis,after routing
AND-OR/OR-AND,129,129
multiplexers,144,144
XOR/XNOR,75,75
buffers and inverters,168,241
adder cells (fa/ha/maj),29,29
AND/OR/NAND/NOR,797,797
flip-flops,574,574
[power groups by stage]
stage | Combinational, mW | Clock, mW | Sequential (mW)
5_1_grt | 0.398 | 5.69 | 6.16
4_1_cts | 0.370 | 5.48 | 6.14
6_report | 0.367 | 5.36 | 6.14
[per-stage QoR]
| stage | setup slack [ns] | total power [mW] | area (µm²) |
|---|---|---|---|
| finish | 0.558 | 11.9 | 30000 |
| global route | 0.289 | 12.2 | 30000 |
| CTS | 0.491 | 12.0 | 30000 |
| detailed placement | 0.867 | 6.63 | 27900 |
| global placement | 0.999 | 6.62 | 27900 |
| floorplan | 1.20 | 6.43 | 26100 |
[placed cells by master (no fill, tap or decap), types with 39 or more instances in the layout]
cell type / netlist / layout
and2_1: 332 / 332
and3_1: 148 / 148
buf_4: 5 / 59
clkbuf_16: 0 / 62
clkdlybuf4s50_1: 0 / 41
dfxtp_1: 131 / 123
edfxtp_1: 443 / 443
mux4_2: 117 / 117
nand2_1: 90 / 90
nor2_1: 72 / 72
o21ai_0: 40 / 40
xor2_1: 39 / 39
Power and IR drop assume default switching activity.
